===== flow/design.v =====
`timescale 1ns / 1ps
module Mbledhesi(
    input A,
    input B,
    input CIN,
    output Shuma,
    output COUT
    );
    assign Shuma = A ^ B ^ CIN;
    assign COUT = CIN & A | CIN & B | A & B;
endmodule
`timescale 1ns / 1ps
module SLTI(
    input [15:0] A,
    input [15:0] B,
    output Less
    );
    wire [15:0] Cout;
    wire [15:0] JoB;
    assign JoB=~B;
    wire [15:0] res;
     Mbledhesi M0(A[0],JoB[0],1'b1,res[0],Cout[0]);
    Mbledhesi M1(A[1],JoB[1],Cout[0],res[1],Cout[1]);
    Mbledhesi M2(A[2],JoB[2],Cout[1],res[2],Cout[2]);
    Mbledhesi M3(A[3],JoB[3],Cout[2],res[3],Cout[3]);
    Mbledhesi M4(A[4],JoB[4],Cout[3],res[4],Cout[4]);
    Mbledhesi M5(A[5],JoB[5],Cout[4],res[5],Cout[5]);
    Mbledhesi M6(A[6],JoB[6],Cout[5],res[6],Cout[6]);
    Mbledhesi M7(A[7],JoB[7],Cout[6],res[7],Cout[7]);
    Mbledhesi M8(A[8],JoB[8],Cout[7],res[8],Cout[8]);
    Mbledhesi M9(A[9],JoB[9],Cout[8],res[9],Cout[9]);
    Mbledhesi M10(A[10],JoB[10],Cout[9],res[10],Cout[10]);
    Mbledhesi M11(A[11],JoB[11],Cout[10],res[11],Cout[11]);
    Mbledhesi M12(A[12],JoB[12],Cout[11],res[12],Cout[12]);
    Mbledhesi M13(A[13],JoB[13],Cout[12],res[13],Cout[13]);
    Mbledhesi M14(A[14],JoB[14],Cout[13],res[14],Cout[14]);
    Mbledhesi M15(A[15],JoB[15],Cout[14],res[15],Cout[15]);
    assign Less=res[15];
endmodule

===== flow/run.sh =====
#!/bin/bash
# OpenROAD 26Q1-2900-gdf79404cd8, Yosys 0.63+post, stock flow scripts
make -C /OpenROAD-flow-scripts/flow DESIGN_CONFIG=/design/flow/config.mk WORK_HOME=/design/flow/orfs finish

===== flow/config.mk =====
export PLATFORM = sky130hd
export DESIGN_NAME = SLTI
export DESIGN_NICKNAME = SLTI
export VERILOG_FILES = /design/flow/design.v
export SDC_FILE = /design/flow/constraint.sdc
export NUM_CORES = 4
export LEC_CHECK = 1
export CORE_AREA = 10 10 70 70
export DIE_AREA = 0 0 80 80

===== flow/constraint.sdc =====
current_design SLTI

set clk_period 2.7
set clk_io_pct 0.2

create_clock -name clk0 -period $clk_period

set non_clock_inputs [all_inputs -no_clocks]
set_input_delay [expr $clk_period * $clk_io_pct] -clock clk0 $non_clock_inputs
set_output_delay [expr $clk_period * $clk_io_pct] -clock clk0 [all_outputs]

==> impl_metrics.env <==
# implementation run metrics
export IMPL_final_cell_area_um2=723
export IMPL_pwr_share_seq=0
export IMPL_crit_type="in2out"
export IMPL_yosysChipArea_um2=272
export IMPL_grt_use_total=0.0369
export IMPL_ys_sh_mux=0
export IMPL_endpoint_kind="output port"
export IMPL_cp_top_family="AND-OR/OR-AND gates"
export IMPL_critPathMaxFanout=2
export IMPL_pwr_share_clk=0
export IMPL_syn_inst=42
export IMPL_fmax_mhz=390
export IMPL_logic_family="AND-OR/OR-AND gates"
export IMPL_setup_viol=0
export IMPL_crit_path_top_delay_cell="clkdlybuf4s50_1"
export IMPL_min_path_type="in2out"
export IMPL_p_sw_uw=32.2
export IMPL_vias=427
export IMPL_fp_utilization=0.0795
export IMPL_chip_area_um2=6400
export IMPL_ys_sh_aoi=0.525
export IMPL_comb_power_share=1.000
export IMPL_synthesis_area_um2=272
export IMPL_viasPerCell=3.44
export IMPL_leakage_nw=0.330
export IMPL_slew_viol_final=0
export IMPL_placed_cell_area_um2=682
export IMPL_dp_slack_ns=-0.322
export IMPL_critical_path_n_buffers_inverters=2
export IMPL_layout_drive_gt1_share=0.154
export IMPL_crit_chain="clkdlybuf4s50_1 -> nand2b_4 -> o2111ai_2 -> a221oi_2 -> a21oi_1 -> a31oi_1 -> xnor2_1 -> buf_2"
export IMPL_avgRoutedWirePerCell_um=10.4
export IMPL_drv_cap=0
export IMPL_gp_congestion=0.796
export IMPL_ir_drop_v=0.0000467
export IMPL_seq_cells=0
export IMPL_nClkBuffers=0
export IMPL_top_cells_by_area="inv_1 (18%), a221oi_2 (11%), a22oi_1 (5.5%)"
export IMPL_tool_warnings=32
export IMPL_totalWireLength_um=1290
export IMPL_stdcell_count=124
export IMPL_ys_sh_adder=0
export IMPL_dp_cells=124
export IMPL_switching_share=0.321
export IMPL_cp_data_arrival_time_ns=2.02
export IMPL_powerDensity_nw_per_um2=139
export IMPL_ys_seq_frac=0
export IMPL_ys_sh_simple=0.230
export IMPL_antenna_found_initial=0
export IMPL_die_w_um=80
export IMPL_hpwlAfterDp_um=1180
export IMPL_start_kind="primary input"
export IMPL_final_setup_worst_slack_ns=0.138
export IMPL_worst_pin_slew_ns=0.231
export IMPL_io_buffers=33
export IMPL_power_internal_uw=68.4
export IMPL_ys_warn_count=0
export IMPL_ys_cells=42
export IMPL_synth_distinct_cells=24
export IMPL_cp_required_ns=2.16
export IMPL_crit_path_max_incr_delay_ns=0.47
export IMPL_grt_pass1_vias=471
export IMPL_rows=21
export IMPL_overflow=0
export IMPL_grt_max_degree=4
export IMPL_finalHoldViolCount=0
export IMPL_most_common_layout_cells="clkdlybuf4s50_1 (29), inv_1 (13), nand2b_4 (3), dlymetal6s2s_1 (3), buf_4 (3)"
export IMPL_hold_ws_ns=1.67
export IMPL_utilization=0.212
export IMPL_slew_headroom=0.846
export IMPL_die_h_um=80
export IMPL_firstDrtPassIters=4
export IMPL_fin_crit_ns=2.56
export IMPL_drtIter0Drc=4
export IMPL_status="finished clean"
export IMPL_drcViolationCount=0
export IMPL_coreArea_um2=3420
export IMPL_largest_area_cell="inv_1"
export IMPL_fin_crit_sh=0.949
export IMPL_top_level_ports=33
export IMPL_grt_pass1_wl_um=1990
export IMPL_top_area_frac=0.180
export IMPL_drtAntennaViolNets=0
export IMPL_area_growth_pct=166
export IMPL_lay_top_count="clkdlybuf4s50_1"
export IMPL_post_cts_buffers=0
export IMPL_regArea_um2=0
export IMPL_n_antenna_cell=0
export IMPL_synth_xor_area_share=0.0645
export IMPL_syn_avg_cell_area_um2=6.46
## metal layers
metal,vias to the layer above,wire length [um],track usage
met3,0,152,0.0159
met1,179,649,0.0521
li1,225,-,-
met2,23,487,0.0538
met5,-,0,0
met4,0,0,0
## timing repair
action	4_1_cts	5_1_grt
endpoints found under the setup margin	1	1
pin swaps	3	4
gates resized	4	8
hold buffers	0	0
## kinds of logic after synthesis
| group | Yosys count |
|---|---|
| XOR/XNOR | 2 |
| buffers and inverters | 13 |
| AND/OR/NAND/NOR | 10 |
| AND-OR/OR-AND | 17 |
## worst paths after layout
path   from  endpoint  slack [ns]  depth (start not counted)
max    A[7]      Less        0.14                          8
min   B[14]      Less        1.67                          5
## cells in the mapped netlist, drive strengths merged
cell type   n
nor3        1
a21oi       1
xnor2       1
xor2        1
o2bb2ai     1
o311ai      1
nor2b       3
a221o       1
a22oi       2
o211ai      2
or2b        1
nand2       1
nor2        1
a221oi      2
inv        13
o22ai       2
nand2b      3
o2111ai     1
a31oi       1
o21ai       1
o221ai      1
a2bb2oi     1
## stage by stage
step	power [mW]	setup TNS [ns]
3_3_place_gp	0.0972	-0.303
3_5_place_dp	0.0983	-0.322
6_report	0.101	0
5_1_grt	0.110	-0.0106
4_1_cts	0.0963	0
2_1_floorplan	0.0323	0
## power by group through the flow
stage | Clock (mW) | Combinational, mW | Sequential, mW
4_1_cts | 0 | 0.0963 | 0
5_1_grt | 0 | 0.110 | 0
6_report | 0 | 0.101 | 0
## final cells by class
class              count  area, um^2
fillers              401        2690
inverters             13        48.8
multi-input cells     29         262
well taps             46        57.6
repair buffers        36         355
Power figures rest on the tool's default switching activity, not on a simulated workload.
