## config.mk

```make
export PLATFORM = sky130hd
export DESIGN_NAME = FullAdderShift
export DESIGN_NICKNAME = FullAdderShift
export VERILOG_FILES = /design/flow/design.v
export SDC_FILE = /design/flow/constraint.sdc
export NUM_CORES = 4
export LEC_CHECK = 1
export CORE_AREA = 10 10 70 70
export DIE_AREA = 0 0 80 80
```

## constraint.sdc

```tcl
current_design FullAdderShift

set clk_period 4.5
set clk_io_pct 0.2

create_clock -name clk0 -period $clk_period

set non_clock_inputs [all_inputs -no_clocks]
set_input_delay [expr $clk_period * $clk_io_pct] -clock clk0 $non_clock_inputs
set_output_delay [expr $clk_period * $clk_io_pct] -clock clk0 [all_outputs]
```

## design.v

```verilog
`timescale 1ns / 1ps
module FullAdderShift(
    input [15:0] A,
    input [15:0] B,
    output [15:0] Result
    );
    wire [15:0] Cout;
     Mbledhesi M0(A[0],B[0],1'b0,Result[0],Cout[0]);
    Mbledhesi M1(A[1],B[1],Cout[0],Result[1],Cout[1]);
    Mbledhesi M2(A[2],B[2],Cout[1],Result[2],Cout[2]);
    Mbledhesi M3(A[3],B[3],Cout[2],Result[3],Cout[3]);
    Mbledhesi M4(A[4],B[4],Cout[3],Result[4],Cout[4]);
    Mbledhesi M5(A[5],B[5],Cout[4],Result[5],Cout[5]);
    Mbledhesi M6(A[6],B[6],Cout[5],Result[6],Cout[6]);
    Mbledhesi M7(A[7],B[7],Cout[6],Result[7],Cout[7]);
    Mbledhesi M8(A[8],B[8],Cout[7],Result[8],Cout[8]);
    Mbledhesi M9(A[9],B[9],Cout[8],Result[9],Cout[9]);
    Mbledhesi M10(A[10],B[10],Cout[9],Result[10],Cout[10]);
    Mbledhesi M11(A[11],B[11],Cout[10],Result[11],Cout[11]);
    Mbledhesi M12(A[12],B[12],Cout[11],Result[12],Cout[12]);
    Mbledhesi M13(A[13],B[13],Cout[12],Result[13],Cout[13]);
    Mbledhesi M14(A[14],B[14],Cout[13],Result[14],Cout[14]);
    Mbledhesi M15(A[15],B[15],Cout[14],Result[15],Cout[15]);
endmodule
`timescale 1ns / 1ps
module Mbledhesi(
    input A,
    input B,
    input CIN,
    output Shuma,
    output COUT
    );
    assign Shuma = A ^ B ^ CIN;
    assign COUT = CIN & A | CIN & B | A & B;
endmodule
```

## run.sh

```bash
#!/bin/bash
# OpenROAD 26Q1-2900-gdf79404cd8, Yosys 0.63+post, stock flow scripts
make -C /OpenROAD-flow-scripts/flow DESIGN_CONFIG=/design/flow/config.mk WORK_HOME=/design/flow/orfs finish
```

==> qor.yml <==
floorplan:
  fp-utilization_pct: 12.8
  rows: 21
  io_pins: 48
  die_w_um: 80
  dieArea_sq_mm: 0.00640
  fp.dieH_um: 80
  coreArea_sq_mm: 0.00342
synthesis:
  syn-cell-area_sq_um: 437
  synthesis.instances: 32
  yosys_area_sq_um: 437
  synth_seq_share_pct: 0
  avgSynthCellArea_sq_um: 13.6
  synth_warnings: 0
  synthTopCellsByCount: "buf_4 (16), fa_1 (14), ha_1 (1), xor3_1 (1)"
  most_common_cell: "buf_4"
  top_cells_by_area: "fa_1 (64%), buf_4 (28%), xor3_1 (5.4%), ha_1 (2.9%)"
  top_cell_area_share_pct: 64.2
  yosysCellCount: 32
  ys_types: 4
  yosysTopAreaCell: "fa_1"
placement:
  hpwlAfterDp_mm: 1.46
  dp_slack_ns: -3.65
  dp.cells: 110
  gp_congestion: 0.862
  port_buffers: 48
setup_path:
  crit_required_ns: 3.60
  worst-path-buf-inv: 2
  worst-endpoint-arrival_ns: 6.31
  cp_cell_sequence: "buf_6 > ha_4 > fa_2 > fa_2 > fa_2 > fa_2 > fa_2 > fa_2 > fa_2 > fa_2 > fa_2 > fa_2 > fa_2 > fa_2 > fa_2 > fa_2 > xor3_1 > buf_2"
  setup.worst_path.class: "primary input to output pin"
  crit_slowest_cell: "fa_2"
  critPathMaxFanout: 1
  worstSetupEndpointType: "output pin"
  worst_path_largest_cell_delay_ns: 0.38
  startpoint_type: "primary input"
  cpLargestDelayFamily: "adder cells"
  path_common_cell: "fa_2"
hold_path:
  hp-class: "primary input to output pin"
  min_from: "A[0]"
  hold_depth: 3
  whs_endpoint: "Result[0]"
routing:
  ant_nets: 0
  vias: 344
  wl_mm: 1.49
  firstDrtPassIters: 1
  wl_per_cell_um: 13.5
  viasPerCell: 3.13
  diodes: 0
  drc_errors: 0
  drtIter0Drc: 0
power:
  power_density_mw_per_mm2: 111
  p_leak_nw: 0.311
  peakVddDrop_mv: 0.0351
final_timing:
  tns_ns: -14.53
  finalSetupViolCount: 9
  slew_viol_final: 0
  finalClockPeriodUsage_pct: 160
  worst_pin_slew_ns: 0.124
  fmax_ghz: 0.139
  rsz0062_at_grt: "yes"
  holdWs_ns: 2.44
  fin_crit_ns: 7.21
  finalHoldViolCount: 0
  maxSlewHeadroom_pct: 91.7
  setup_ws_ns: -2.71
finish:
  drive_gt1_share_pct: 42.2
  fillers: 366
  design.seq.count: 0
  layout.cells.non_filler: 110
  flop_area_sq_um: 0
  syn_to_final_growth_pct: 94.8
  clockBufferCount: 0
status:
  violations: "negative setup slack"
  status: "complete, but fails checks"
grt:
  grt_pass1_vias: 392
  grt_max_degree: 2
  antenna_found_initial: 0
  grt_use_total_pct: 4.24
  grt-ovfl-total: 0
  grt_pass1_wl_mm: 2.10
clock_tree:
  holdBufCountCts: 0
flow_run:
  tool_warnings: 38
  drv_cap: 0
[placed cells by master (no fill, tap or decap)]
| cell | Yosys | routed |
|---|---|---|
| xor3_1 | 1 | 1 |
| clkdlybuf4s50_1 | 0 | 33 |
| ha_4 | 0 | 1 |
| buf_6 | 0 | 2 |
| fa_2 | 0 | 14 |
| buf_2 | 0 | 10 |
| dlygate4sd2_1 | 0 | 3 |
[logic make-up (layout without fill, tap and decap cells)]
group,count (synthesis),count (layout),share of synthesized area [%]
xor gates and xnor gates,1,1,5.44
adders and majority gates,15,15,67.0
buffers and inverters,16,48,27.5
[how the worst max path moves through the flow]
stage / start / endpoint / slack (ns) / cells after the start
final: B[0] / Result[15] / -2.71 / 18
after CTS: B[0] / Result[15] / -3.12 / 18
after global routing: B[0] / Result[15] / -2.84 / 18
[area by class of cell]
class	count	area [sq um]	share of cell area, %
tap	46	57.6	6.76
timing repair buffer	48	429	50.4
multi-input combinational	16	364	42.8
[where the power goes]
| part | total, W | internal [W] | switching [W] |
|---|---|---|---|
| registers | 0 | 0 | 0 |
| logic | 0.0000943 | 0.0000668 | 0.0000275 |
| clock network | 0 | 0 | 0 |
[layer usage]
layer	wire length [um]	up-vias	track usage (%)
met5	0	-	0
met4	0	0	0
met3	406	0	4.55
met2	505	46	5.78
met1	574	152	4.74
li1	-	146	-
[worst min-delay path: stages]
cell and delay [ns]:
buf_6 0.07, ha_4 0.11, clkdlybuf4s50_1 0.46
[through the flow]
| step | cell area (sq um) | utilization (%) | total power, W |
|---|---|---|---|
| 2_1_floorplan | 482 | - | 0.0000586 |
| 6_report | 851 | 24.9 | 0.0000943 |
| 3_3_place_gp | 900 | 26.3 | 0.000119 |
| 3_5_place_dp | 900 | 26.3 | 0.000119 |
| 5_1_grt | 851 | 24.9 | 0.000109 |
| 4_1_cts | 851 | 24.9 | 0.000100 |
[timing repair]
item / CTS / global route
endpoints found under the setup margin: 11 / 10
buffers inserted: 0 / 0
pin swaps: 16 / 13
resized: 45 / 0
Power is estimated from default activity; no workload was simulated.
