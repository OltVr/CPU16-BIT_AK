$ cat flow/design.v
`timescale 1ns / 1ps
module RegisterFile(
input wire[1:0] RS,
input wire[1:0] RT,
input wire[1:0] RD,
input wire[15:0] WriteData,
input wire RegWrite,
input wire Clock,
output reg[15:0] ReadRS,
output reg[15:0] ReadRT
    );
reg[15:0] Registers[3:0];
integer i;
initial 
begin
for(i=0;i<4;i=i+1)
   Registers[i] <= 16'd0; 
end 
always @(posedge Clock)
begin
if (RegWrite)
Registers[RD] <= WriteData;
end
 always @* begin
    ReadRS <= Registers[RS];
    ReadRT <= Registers[RT];
  end
endmodule
$ cat flow/run.sh
#!/bin/bash
# OpenROAD 26Q1-2900-gdf79404cd8, Yosys 0.63+post, stock flow scripts
make -C /OpenROAD-flow-scripts/flow DESIGN_CONFIG=/design/flow/config.mk WORK_HOME=/design/flow/orfs finish
$ cat flow/config.mk
export PLATFORM = sky130hd
export DESIGN_NAME = RegisterFile
export DESIGN_NICKNAME = RegisterFile
export VERILOG_FILES = /design/flow/design.v
export SDC_FILE = /design/flow/constraint.sdc
export NUM_CORES = 4
export LEC_CHECK = 1
export CORE_UTILIZATION = 40
$ cat flow/constraint.sdc
current_design RegisterFile

set clk_period 4.2
set clk_io_pct 0.2

create_clock -name clk0 -period $clk_period [get_ports {Clock}]

set non_clock_inputs [all_inputs -no_clocks]
set_input_delay [expr $clk_period * $clk_io_pct] -clock clk0 $non_clock_inputs
set_output_delay [expr $clk_period * $clk_io_pct] -clock clk0 [all_outputs]
==> flow.log <==
[report] implementation figures
INFO  metric vias = 1,408
INFO  metric top_register = Registers
INFO  metric drcViolationCount = 0
INFO  metric synthDominantAreaCellType = sky130_fd_sc_hd__edfxtp_1
INFO  metric ys.flop_type = sky130_fd_sc_hd__edfxtp_1
INFO  metric synth.top_cell.area_share = 68.6%
INFO  metric clk_transition_reported_paths = 60 ps
INFO  metric most_common_cell = sky130_fd_sc_hd__edfxtp_1
INFO  metric cts.htree.levels = 3
INFO  metric placeableCoreArea = 6790 um^2
INFO  metric detailed_place.area = 3450 um^2
INFO  metric netlist_instances = 108
INFO  metric global_routing_usage_summed_across_all_routing_layers = 15.9%
INFO  metric min_to = Registers[3][14]$_DFFE_PP_
INFO  metric peakVddDrop = 0.253 mV
INFO  metric critical_path_peak_fanout = 16
INFO  metric powerDensity = 379 nW/um^2
INFO  metric min-delay-path-class = in2reg
INFO  metric antenna_fix_cells = 0
INFO  metric final_cells = 275
INFO  metric synth_sequential_area_ratio = 68.6%
INFO  metric setup_viol = 0
INFO  metric cp.arrival = 2650 ps
INFO  metric ys_cells = 108
INFO  metric top_cells_by_area = sky130_fd_sc_hd__edfxtp_1 69%, sky130_fd_sc_hd__mux4_2 16%, sky130_fd_sc_hd__mux4_1 11%
INFO  metric post_cts.repair.setup_buffers = 0
INFO  metric clkSinkCount = 64
INFO  metric grt_setup_unrepaired = no
INFO  metric min_from = WriteData[14]
INFO  metric holdBufCountCts = 0
INFO  metric wl = 4.97 mm
INFO  metric std_cell_rows = 30
INFO  metric report.final.hold_viol_count = 0
INFO  metric via_per_inst = 5.12
INFO  metric fillers = 514
INFO  metric leakage = 1.21 nW
INFO  metric initial_core_util = 41.2%
INFO  metric criticalPathCategory = in2out
INFO  metric setup-tns-final = 0 ps
INFO  metric max_clock_freq = 0.286 GHz
INFO  metric fin_total_pwr = 1.37 mW
INFO  metric timing.critical_path.required = 3360 ps
INFO  metric enable_flop_cells = 64
INFO  metric cts_made_buffers = 9
INFO  metric count_of_synthesis_stage_warnings_from_yosys = 1
INFO  metric final_std_cell_area_no_fill = 3630 um^2
INFO  metric floorplan.die.width = 85.7 um
INFO  metric end_kind = primary output
INFO  metric grt_remaining_overflow = 0
INFO  metric synth_cell_types = 9
INFO  metric grt_max_degree = 17
INFO  metric cap_violations = 0
INFO  metric number_of_buffers_added_on_ports = 55
INFO  metric fp.dieArea = 7340 um^2
INFO  metric syn-cell-area = 2800 um^2
INFO  metric syn_avg_cell_area = 25.9 um^2
INFO  metric final_util = 53.5%
INFO  metric place.detailed.instances = 259
INFO  metric largestRegisters = Registers: 64 flops
INFO  metric detail_route.iter0.violations = 78
INFO  metric wire_length_of_the_first_global_routing_pass = 7.72 mm
INFO  metric timing.slew.headroom = 67.3%
INFO  metric period_minus_slack = 3490 ps
INFO  metric warnings = 25
INFO  metric postLayoutSetupSlackWorst = 709 ps
INFO  metric antenna_found_initial = 0
INFO  metric cts_tree = yes
INFO  metric drt-wirelength-per-cell = 18.1 um
INFO  metric synth_chip_area = 2800 um^2
INFO  metric clock_tree.root_cell = sky130_fd_sc_hd__clkbuf_8
INFO  metric timing.critical_path.from_type = input pin
INFO  metric tightestPinTransition = 489 ps
INFO  metric timing.hold.ws = 1140 ps
INFO  metric dp_slack = 672 ps
INFO  metric ctsLongestPathBuffers = 2
INFO  metric ant_nets = 0
INFO  metric flip_flop_count_of_the_largest_register_all_copies_and_words_added = 64
INFO  metric post_synth_most_frequent_cells = 64 x sky130_fd_sc_hd__edfxtp_1, 20 x sky130_fd_sc_hd__mux4_2, 12 x sky130_fd_sc_hd__mux4_1
INFO  metric status = finished clean
INFO  metric dr.pass1.iters = 6
INFO  metric postSynthRegisterBits = 64
INFO  metric layout-area-overhead-vs-synth = 29.7%
INFO  metric post_route_cells_drive_above_1_share = 22.3%
INFO  metric synthArstFlopShare = 0%
INFO  metric chipHeight = 85.7 um
INFO  metric hold_path_depth = 1
INFO  metric place.gp.congestion = 0.747
INFO  metric slew_viol_final = 0
INFO  metric floorplan.io_pins = 56
INFO  metric timing.final.crit_share = 83.1%
INFO  metric cts.repair.resized = 0
INFO  metric grt_pass1_vias = 1,552
[worst max-delay path by stage]
stage,startpoint,end,slack [ps],cells past startpoint
4_1_cts,RS[0],ReadRS[14],670,4
5_1_grt,RT[0],ReadRT[3],620,4
6_report,RS[0],ReadRS[14],710,4
[worst max-delay path, stage by stage]
cell and delay, ps:
sky130_fd_sc_hd__clkdlybuf4s50_1 450, sky130_fd_sc_hd__buf_4 300, sky130_fd_sc_hd__mux4_1 620, sky130_fd_sc_hd__clkdlybuf4s50_1 430
[area by class of cell]
class | count | area [um^2] | area share [%]
flip-flops and latches | 64 | 1920 | 52.9
multi-input cells | 36 | 802 | 22.1
repair buffers | 63 | 611 | 16.8
clock buffers | 10 | 128 | 3.51
well taps | 96 | 120 | 3.31
clock inverters | 6 | 50.0 | 1.38
[cell usage in the layout, fill, tap and decap left out, drive strengths merged]
master         count
and3b              2
buf                8
and3               1
bufinv             1
clkdlybuf4s50     55
clkinv             5
edfxtp            64
nor3b              1
clkbuf            10
mux4              32
[power by group]
part           switching (mW)  internal (mW)
logic                  0.0486          0.114
clock network           0.199          0.265
registers              0.0117          0.737
total                   0.259           1.12
[cell families after synthesis]
kind of cell,after synthesis,synth area share (%)
mux,32,27.3
buf+inv,8,2.95
flops,64,68.6
simple gates,4,1.12
[per-layer routing]
metal	global-route usage, %	vias up	part of all wire, %
met4	2.73	0	1.5
met5	0	-	0
met1	19.7	697	34
met2	26.6	74	55
met3	8.59	8	9.5
li1	-	629	-
Power and IR drop assume default switching activity.
